==> flow/design.v <==
module alu (clk , opcode, input1, input2, carryout, result);
input [7:0] input1, input2;
input [3:0] opcode;
input clk;
reg [8:0] temp = 0;
output reg [7:0] result = 0;
output reg carryout = 0;
always @(posedge clk) 
	begin
		case(opcode)
			4'b0000 : temp <= input1 + input2;  
			4'b0001 : temp <= input1 - input2;  
			4'b0010 : begin temp <= input1 + ~input2; if(temp[8]) temp = temp + 1; end  
			4'b0011 : temp [7:0] <= input1 | input2;  
			4'b0100 : temp [7:0] <= input1 & input2;  
			4'b0101 : temp [7:0] <= input1 ^ input2;  
			4'b0110 : temp [7:0] <= ~input1;  
			4'b0111 : temp [7:0] <= input1 << 1;  
			4'b1000 : temp [7:0] <= input1 >> 1;  
			4'b1001 : temp [7:0] <= {input1[6:0], input1[7]}; 
			4'b1010 : temp [7:0] <= {input1[0], input1[7:1]};  
			default : temp <= temp;
		endcase
		carryout <= temp[8];  
		result <= temp;
	end
endmodule
module cpufinal (clk, rst, data, data_in, addr_out, out);
input clk, rst;
input [7:0] data_in, data;
output [7:0] addr_out, out;
wire ctrl0, ctrl1, carryout, clear;
wire [1:0] reg1, reg2, write;
wire [3:0] opcode;
wire [7:0] address, input1, input2, result, datareg, read1, read2, instruction;
cu2 CU (.clk (clk), .rst (rst),
				.ctrl0 (ctrl0), .address (address), .instruction (instruction), .data (data),
				.opcode (opcode), .input1 (input1), .input2 (input2), .carryout (carryout), .result (result), 
				.ctrl1 (ctrl1), .clear (clear), .reg1 (reg1), .reg2 (reg2), .write (write), .datareg (datareg), .read1 (read1), .read2 (read2), 
				.out (out));
memory MEM (.clk (clk), .ctrl (ctrl0), .address (address), .data_in (data_in), .addr_out (addr_out), .instruction (instruction));
alu ALU (.clk (clk), .opcode (opcode), .input1 (input1), .input2 (input2), .carryout (carryout), .result (result));
regbank BANK (.clk (clk), .clear (clear), .ctrl (ctrl1), .reg1 (reg1), .reg2 (reg2), .write (write), .datareg (datareg), .read1 (read1), .read2 (read2));
endmodule
module cu2 (clk, rst,
				ctrl0, address, instruction, data,
				opcode, input1, input2, carryout, result, 
				ctrl1, clear, reg1, reg2, write, datareg, read1, read2, 
				out);
input clk, rst, carryout;
input [7:0] result, read1, read2;
input [7:0] instruction, data;
output reg ctrl0 = 0, ctrl1, clear;
output reg [1:0] reg1, reg2, write;
output reg [3:0] opcode;
output reg [7:0] address, input1, input2, datareg, out;
reg jump = 0, nop, single;
reg [1:0] cycle = 0;
reg [7:0] jumpaddress, inst, instruction_c, temp = 0;
always @ (*) begin
	instruction_c <= instruction;
	single <= (instruction_c[7:4] <= 4'b1010);
	nop <= (instruction_c == 8'b11111111);
end
always @ (posedge clk) begin
	if(rst) begin  
        jump <= 0;
	    temp <= 0;
		address <= 0;
		out <= 0;
		ctrl0 <= 0;
		ctrl1 <= 0;
		clear  <= 0;
		reg1 <= 0;
		reg2 <= 0;
		write  <= 0;
		opcode <= 0;
		input1 <= 0;
		input2 <= 0;
		datareg <= 0;
		cycle <= 2'b11;
	end
    if(cycle == 2'b00) 
    begin  
		if (jump) temp <= jumpaddress; 
		else temp <= temp + 1;
		if (ctrl0) begin  
		    ctrl0 <= 0;
			cycle <= 2'b01;
		end
		address <= temp;
		cycle <= 2'b01;
	end
	else if (cycle == 2'b01) begin  
        jump <= 0;
		if(!ctrl0) begin  
			jump <= 0;
			ctrl0 <= 1;
			inst <= instruction;
			cycle <= 2'b01;
		end
		if (single) begin  
			if(instruction_c[7:4] == 4'b1010) clear <= 1;
			else begin
				clear <= 0;
				ctrl1 <= 1;
				reg1 <= instruction_c[3:2];
				reg2 <= instruction_c[1:0];
				input1 <= read1;
				input2 <= read2;
				opcode <= instruction_c[7:4];
				if(instruction_c[7:4] <= 4'b0101) write <= instruction_c[1:0];
				else write <= instruction_c[3:2];
				datareg <= result;
				out <= datareg;
			end
			cycle <= 2'b00;
		end
		else begin
			if (nop) cycle <= 2'b00;
			else cycle <= 2'b10;
		end
	end
	else if (cycle == 2'b10) begin  
		case (inst[7:4])
			4'b1011 : begin  
							ctrl1 <= 1;
							write <= inst[1:0];
							datareg <= data;
							out <= datareg;
							cycle <= 2'b00;
						end
			4'b1100 : begin  
							jump <= 1;
							jumpaddress <= data;
							cycle <= 2'b11;
						end
			4'b1101 : begin
			                if (carryout) jump <= 1;
			                jumpaddress <= data;
			                cycle <= 2'b11;
			            end
		endcase
	end
	else if (cycle == 2'b11) begin
		inst <= instruction;
		cycle <= 2'b00;
		end
end
endmodule
module memory (clk, ctrl, address, data_in, addr_out, instruction);
	input clk, ctrl;
	input [7:0] address;  
	input [7:0] data_in; 
	output reg [7:0] addr_out = 0;  
	output reg [7:0] instruction = 0; 
	always @(posedge clk) begin
		if(!ctrl)
			addr_out <= address;
		else
			instruction <= data_in;
	end
endmodule
module regbank (clk, clear, ctrl, reg1, reg2, write, datareg, read1, read2);
	input clk, clear, ctrl;
	input [1:0] reg1, reg2, write;
	input [7:0] datareg;
	output reg [7:0] read1, read2;
	reg [7:0] registerfile [3:0];
	initial registerfile [0] <= 0;
	initial registerfile [1] <= 0;
	initial registerfile [2] <= 0;
	initial registerfile [3] <= 0;
	always @(negedge clk) 
	begin 
		if(ctrl) registerfile[write] <= datareg; 
		if(clear) 
		   begin
				registerfile [0] <= 0;
				registerfile [1] <= 0;
				registerfile [2] <= 0;
				registerfile [3] <= 0;
			end
		read1 <= registerfile[reg1]; 
		read2 <= registerfile[reg2];
	end
endmodule
==> flow/run.sh <==
#!/bin/bash
# OpenROAD 26Q1-2900-gdf79404cd8, Yosys 0.63+post, stock flow scripts
make -C /OpenROAD-flow-scripts/flow DESIGN_CONFIG=/design/flow/config.mk WORK_HOME=/design/flow/orfs finish
==> flow/config.mk <==
export PLATFORM = sky130hd
export DESIGN_NAME = cpufinal
export DESIGN_NICKNAME = cpufinal
export VERILOG_FILES = /design/flow/design.v
export SDC_FILE = /design/flow/constraint.sdc
export NUM_CORES = 4
export LEC_CHECK = 1
export CORE_UTILIZATION = 50
==> flow/constraint.sdc <==
current_design cpufinal

set clk_period 4.0
set clk_io_pct 0.2

create_clock -name clk0 -period $clk_period [get_ports {clk}]

set non_clock_inputs [all_inputs -no_clocks]
set_input_delay [expr $clk_period * $clk_io_pct] -clock clk0 $non_clock_inputs
set_output_delay [expr $clk_period * $clk_io_pct] -clock clk0 [all_outputs]
==> impl_metrics.py <==
# Synthesis and PnR figures
metrics = {
    "run_status": {
        "status": "finished, final reports clean",
    },
    "logic_synthesis": {
        "synthTopCellsByArea": "dfxtp_1 26%, edfxtp_1 23%, mux2i_1 5.8%",
        "syn_inst": 697,
        "yosys-stat-cells": 697,
        "synth_top_area_share_pct": 26.4,
        "yosys_warnings": 4,
        "ff_type": "dfxtp_1",
        "async_reset_ff_share_pct": 0,
        "synth_flop_count": 151,
        "top_cell": "dfxtp_1",
        "yosys-top-cells-count": "96 x dfxtp_1, 68 x nor2_1, 66 x nand2_1",
        "ys_chip_area_um2": 7280,
        "ys_seq_share_pct": 49.1,
        "ys_types": 63,
        "synth_area_leader_cell": "dfxtp_1",
        "postSynthAreaPerCell_um2": 10.4,
        "edf_count": 55,
        "netlist_area_um2": 7280,
    },
    "critical_path": {
        "cp_data_arrival_time_ns": 1.61,
        "critPathBufInv": 0,
        "crit_chain": "mux4_2",
        "worstSetupStartpointType": "register",
        "critical_path.max_fanout": 9,
        "worst-r2r-cell-count": 1,
        "ff2ff_setup_slack_ns": 0.69,
        "r2r-end": "BANK.read2[4]",
        "cp_data_required_time_ns": 2.31,
        "r2r_start": "CU.reg2[1]",
        "critPathKind": "reg -> reg",
        "crit_slowest_cell": "dfxtp_1",
        "worstSetupEndpointType": "register",
        "slowest_delay_ns": 0.63,
        "cp_top_family": "flip-flops",
    },
    "grt": {
        "grt_max_degree": 49,
        "first_global_vias": 5102,
        "grt_pass1_wl_um": 26700,
        "track_usage_pct": 24.6,
        "antenna_found_initial": 0,
        "overflow": 0,
    },
    "clocking": {
        "clkTransAtPathRegs_ns": 0.06,
        "clkSinkCount": 151,
        "cts_tree": "built",
        "cts_setup_buffers": 0,
        "clk_path_buf_depth": 2,
        "cts_max_level": 4,
        "cts_root_buf": "clkbuf_16",
        "numCtsBuffers": 17,
        "cts_resized": 0,
        "hold_buffers": 0,
        "clock.latency.late_pin_ns": 0.45,
    },
    "power": {
        "switching_share_pct": 37.3,
        "powerDensity_nw_per_um2": 801,
        "p_comb_share_pct": 33.0,
        "ir_drop_mv": 0.514,
        "internal-power_mw": 4.26,
        "power_frac_clock_pct": 25.8,
        "p_leak_nw": 3.55,
        "p_seq_share_pct": 41.3,
        "p_total_mw": 6.80,
        "power_switching_mw": 2.54,
    },
    "route": {
        "drtAntennaViolNets": 0,
        "wl_per_cell_um": 17.3,
        "drt_wl_total_um": 16600,
        "diodes": 0,
        "drc": 0,
        "drtPass1Iterations": 5,
        "drtIter0Drc": 272,
        "vias": 5416,
        "vias_per_cell": 5.65,
    },
    "placement": {
        "port_buffers": 33,
        "gp_congestion": 0.960,
        "place_hpwl_um": 11700,
        "dp_cells": 879,
        "dp_slack_ns": 0.693,
    },
    "flow_run": {
        "tool_warnings": 89,
        "cap_violations": 0,
    },
    "die": {
        "fp-row-count": 43,
        "io_pins": 34,
        "core_um2": 14000,
        "die_x_um": 123,
        "die_y_um": 123,
        "initial_utilization_pct": 51.8,
        "die_area_um2": 15000,
    },
    "timing": {
        "rsz0062_at_grt": "false",
        "setup_ws_ns": 0.692,
        "tightest_slew_ns": 0.857,
        "fin_skew_ns": 0.0344,
        "finalHoldViolCount": 0,
        "slew_violations": 0,
        "slew_headroom_pct": 42.6,
        "setup_violations": 0,
        "finalSetupTns_ns": 0,
    },
    "final_layout": {
        "instances_no_fill": 958,
        "drive_gt1_share_pct": 9.00,
        "final-seq-area_um2": 3570,
        "utilization_pct": 60.5,
        "largest_reg_flops": 32,
        "syn_to_final_growth_pct": 16.7,
        "final-comb-area_um2": 3410,
        "top_register": "BANK.registerfile",
        "fill_cells": 1129,
    },
    "worst_hold_path": {
        "hp-start": "CU.address[2]",
        "hold_depth": 0,
        "holdPathEnd": "MEM.addr_out[2]",
        "hp-class": "reg -> reg",
    },
}
## how the worst max path moves through the flow
stage	to	slack (ns)	from	cells past startpoint
4_1_cts	BANK.read2[4]	0.69	CU.reg2[1]	1
5_1_grt	BANK.registerfile[1][5]	0.58	CU.write[1]	3
6_report	BANK.read2[4]	0.69	CU.reg2[1]	1
## logic make-up (layout without fill, tap and decap cells)
logic type,Yosys count,after routing,synth area share (%)
muxes,61,61,11.2
buffers and inverters,71,152,4.01
AOI/OAI and AO/OA,131,131,12.3
and+or+nand+nor,237,237,16.2
xor gates and xnor gates,18,18,2.17
DFF,151,151,49.1
adders and majority gates,28,28,5.02
## metrics by stage
stage,hold slack [ns],cell area [um2]
after global routing,0.435,8500
final,0.418,8500
after floorplan,0.400,7280
after global placement,0.401,7730
after detailed placement,0.405,7730
after CTS,0.419,8500
## cells in the final DEF (no fill, tap or decap), types with 13 or more instances in the layout
cell type and count:
a21oi_1 31, mux2i_1 42, nand3b_1 19, clkdlybuf4s50_1 33, nor2_1 68, ha_1 26
clkbuf_16 18, dfxtp_1 96, nand3_1 13, xnor2_1 14, nand2_1 66, mux4_2 16
inv_1 76, nand2b_1 15, edfxtp_1 55, o21ai_0 16, o31ai_1 21
## layer usage
metal	track usage (%)	vias up	wire length, um
met5	0	-	0
met4	5.41	0	272
met3	6.36	20	1100
met2	35.2	162	7490
met1	40.0	2571	7700
li1	-	2663	-
## area by class of cell
| type | instances | area share (%) |
|---|---|---|
| sequential | 151 | 42.1 |
| multi-input combinational | 475 | 40.2 |
| clock buffer | 18 | 5.30 |
| timing repair buffer | 43 | 4.77 |
| clock inverter | 62 | 3.77 |
| tap | 180 | 2.65 |
| inverter | 29 | 1.28 |
## power groups by stage
| stage | Combinational, mW | Sequential [mW] | Clock (mW) |
|---|---|---|---|
| CTS | 2.23 | 2.81 | 1.79 |
| global route | 2.49 | 2.88 | 1.89 |
| finish | 2.24 | 2.81 | 1.75 |
No activity file was given, so power comes from the tool's default toggle rates.
