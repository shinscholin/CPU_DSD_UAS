`flow/run.sh`:
```
#!/bin/bash
# OpenROAD 26Q1-2900-gdf79404cd8, Yosys 0.63+post, stock flow scripts
make -C /OpenROAD-flow-scripts/flow DESIGN_CONFIG=/design/flow/config.mk WORK_HOME=/design/flow/orfs finish
```
`flow/design.v`:
```
module behaviour (clk, address, data);
input clk;
input [7:0] address;
output reg [7:0] data;
always@(posedge clk)begin
	case (address)
		8'b00000000 : data <= 8'b10110010;  
		8'b00000001 : data <= 8'b10110000;  
		8'b00000010 : data <= 8'b10001000;  
		8'b00000011 : data <= 8'b00001000;  
		8'b00000100 : data <= 8'b01010000;  
		8'b00000101 : data <= 8'b11111111;  
		8'b00000110 : data <= 8'b10110001;  
		8'b00000111 : data <= 8'b10100000;  
		8'b00001000 : data <= 8'b10000111;  
		8'b00001001 : data <= 8'b11000000;  
	endcase  
end
endmodule
```
`flow/config.mk`:
```
export PLATFORM = sky130hd
export DESIGN_NAME = behaviour
export DESIGN_NICKNAME = behaviour
export VERILOG_FILES = /design/flow/design.v
export SDC_FILE = /design/flow/constraint.sdc
export NUM_CORES = 4
export LEC_CHECK = 1
export CORE_AREA = 10 10 70 70
export DIE_AREA = 0 0 80 80
```
`flow/constraint.sdc`:
```
current_design behaviour

set clk_period 2.6
set clk_io_pct 0.2

create_clock -name clk0 -period $clk_period [get_ports {clk}]

set non_clock_inputs [all_inputs -no_clocks]
set_input_delay [expr $clk_period * $clk_io_pct] -clock clk0 $non_clock_inputs
set_output_delay [expr $clk_period * $clk_io_pct] -clock clk0 [all_outputs]
```
==> flow_summary.json <==
{
  "outcome": "completed",
  "average_cell_area_after_synthesis_sq_um": 11.1,
  "power_frac_seq_pct": 53.3,
  "postCtsHoldBufs": 0,
  "cp.depth": 5,
  "multi_input_comb_area_sq_um": 176,
  "cts_tree": "built",
  "placedCellCount": 99,
  "path_buffers": 2,
  "power_density_nw_per_um2": 405,
  "grt_max_degree": 12,
  "synth_chip_area_sq_um": 433,
  "clk_pin_slew_worst_paths_ps": 50,
  "post_synth_num_cell_types": 18,
  "number_of_buffers_inserted_during_clock_tree_synthesis": 3,
  "grt_pass1_vias": 325,
  "crit_path_max_fanout": 9,
  "worst_path_dominant_cell_family": "simple AND/OR/NAND/NOR gates",
  "die-width_um": 80,
  "post_synth_xor_area_fraction_pct": 2.02,
  "hold_viol_final": 0,
  "openroad.warnings": 25,
  "worst_ir_drop_vdd_uv": 88.5,
  "ys.warnings.count": 1,
  "crit_chain": "clkdlybuf4s50_1 > or4_1 > nor2_1 > buf_4 > o31ai_1",
  "detailroute.via_count": 352,
  "drt_pass_1_iters": 4,
  "endpoint_kind": "flip-flop",
  "min_period_ps": 2030,
  "ys_sh_mux_pct": 2.31,
  "tns_ps": 0,
  "critPathLaunchType": "input pin",
  "fin_hold_ws_ps": 1190,
  "clock_sinks": 8,
  "drive_above_1_share_pct": 8.93,
  "final.fill_count": 382,
  "grt_first_pass_wirelength_um": 1460,
  "yosys_cells": 39,
  "cell_internal_pwr_uw": 219,
  "cts_root_buffer": "sky130_fd_sc_hd__clkbuf_4",
  "drt-initial-drc-count": 12,
  "crit_share_post_route_pct": 78.0,
  "maxSlewHeadroom_pct": 75.9,
  "mostFrequentLayoutCell": "sky130_fd_sc_hd__clkdlybuf4s50_1",
  "syn_to_final_growth_pct": 54.3,
  "floorplan.die.height_um": 80,
  "final-instance-count-excl-fill": 102,
  "design_power_total_uw": 271,
  "p_switching_uw": 51.5,
  "crit_arrival_ps": 2000,
  "syn_inst": 39,
  "detail_route.drc_violations": 0,
  "finalMaxSlewViolations": 0,
  "capturing_instance_or_port_of_the_critical_path": "data[5]",
  "path_class": "in -> reg",
  "synth.cell_area_sq_um": 433,
  "p_leak_uw": 0.000216,
  "biggestRegsByFlops": "data: 8 flops",
  "min_path_type": "in -> reg",
  "worstSetupStartpoint": "address[5]",
  "crit_path_max_incr_delay_ps": 670,
  "max_freq_mhz": 493,
  "number_of_antenna_violations_at_the_first_check_in_global_routing": 0,
  "regMostFlops": "data",
  "buffer_ports.inserted": 16,
  "via_per_inst": 3.45,
  "cp_data_required_time_ps": 2580,
  "timing.hold.worst.start": "address[3]",
  "yosys.area_share.simple_pct": 22.3,
  "wl_um": 989,
  "core_sq_um": 3420,
  "crit_slowest_cell": "sky130_fd_sc_hd__or4_1",
  "grt_remaining_overflow": 0,
  "antenna-diode-count": 0,
  "synth.cellmix.adderShare_pct": 0,
  "cts.repair.resized": 0,
  "postCtsSetupRepairBufs": 0,
  "track_usage_pct": 2.76,
  "die-area_sq_um": 6400,
  "area.sequential_sq_um": 240,
  "clkPwrFrac_pct": 31.9,
  "top_level_pins": 17,
  "grt_setup_unrepaired": "false",
  "timing_worst_slew_pin_value_ps": 360,
  "initial_core_util_pct": 12.7,
  "largest_register_ffs": 8,
  "hpwl_um": 800,
  "wire_per_inst_um": 9.70,
  "dominant_combinational_family": "simple AND/OR/NAND/NOR gates",
  "aoi_share_pct": 14.2,
  "max-cap-violations": 0,
  "most_numerous_logic_cells_after_layout": "16 x sky130_fd_sc_hd__clkdlybuf4s50_1, 8 x sky130_fd_sc_hd__edfxtp_1, 5 x sky130_fd_sc_hd__nor2b_1",
  "synth_sequential_area_ratio_pct": 55.5,
  "fp-row-count": 21,
  "count_of_final_setup_violators": 0,
  "h-tree-depth": 1,
  "cts_buffer_depth": 2,
  "ant_nets": 0,
  "synth.ff_latch_count": 8,
  "combPwrFrac_pct": 14.9,
  "routabilityCongestion": 0.823,
  "switching_share_pct": 19.0
}
[per-stage QoR]
step	util (%)	area (sq um)	setup WS, ps
2_1_floorplan	-	433	578
3_3_place_gp	18.9	646	355
4_1_cts	19.6	668	585
6_report	19.6	668	573
5_1_grt	19.6	668	547
3_5_place_dp	18.9	646	320
[Yosys cell counts]
library cell	count	area, sq um
sky130_fd_sc_hd__a21o_2	1	8.76
sky130_fd_sc_hd__a21oi_1	3	15.0
sky130_fd_sc_hd__a22oi_1	1	7.51
sky130_fd_sc_hd__clkbuf_1	2	7.51
sky130_fd_sc_hd__clkbuf_2	1	5.00
sky130_fd_sc_hd__edfxtp_1	8	240
sky130_fd_sc_hd__inv_1	1	3.75
sky130_fd_sc_hd__mux2i_1	1	10.0
sky130_fd_sc_hd__nor2_1	2	7.51
sky130_fd_sc_hd__nor2b_1	5	31.3
sky130_fd_sc_hd__nor3_1	3	15.0
sky130_fd_sc_hd__nor3b_1	3	22.5
sky130_fd_sc_hd__o21a_1	1	7.51
sky130_fd_sc_hd__o21bai_1	2	15.0
sky130_fd_sc_hd__o31ai_1	1	7.51
sky130_fd_sc_hd__or3_1	2	12.5
sky130_fd_sc_hd__or4_1	1	7.51
sky130_fd_sc_hd__xor2_1	1	8.76
[power by group through the flow]
stage | sequential, uW | combinational, uW | clock (uW)
after global routing | 144 | 44.0 | 99.7
final | 144 | 40.2 | 86.4
after CTS | 144 | 40.2 | 92.5
[worst min path at each step]
stage	depth (start not counted)	endpoint
CTS	3	data[7]
global route	3	data[7]
finish	2	data[7]
[area by class of cell]
cell class	count	area share [%]
Timing Repair Buffer	17	25.1
Multi-Input combinational cell	27	26.4
Sequential cell	8	36.0
Clock buffer	3	3.37
Tap cell	46	8.61
Inverter	1	0.562
[per-layer routing]
metal	up-vias	wire [um]	global-route usage [%]
li1	179	-	-
met1	146	469	3.64
met5	-	0	0
met3	4	103	0.909
met4	0	46	1.58
met2	23	371	3.85
[cells by family (layout without fill, tap and decap cells)]
family,count (synthesis),count (layout)
AOI/OAI and AO/OA,9,9
muxes,1,1
xor gates and xnor gates,1,1
and+or+nand+nor,16,16
buffers and inverters,4,21
DFF,8,8
